==> /design/flow/design.v <==
`timescale 1ns/1ps
module alu(
           clk,            
           rst_n,          
           src1,           
           src2,           
           ALU_control,    
           result,         
           zero,           
           cout,           
           overflow        
           );
input           clk;
input           rst_n;
input  [32-1:0] src1;
input  [32-1:0] src2;
input   [4-1:0] ALU_control;
output [32-1:0] result;
output          zero;
output          cout;
output          overflow;
reg    [32-1:0] result;
reg             zero;
reg             cout;
reg             overflow;
wire   [32-1:0] resulttmp;
wire   [32-1:0] couttmp;
wire 		set;
wire            less;
wire            zro;
wire		overfl;
wire            sign;
wire             cin;
assign less=1'b0;
assign cin = (ALU_control==4'b0110 | ALU_control==4'b0111)? 1 : 0;
alu_top alu_0(src1[0],src2[0],set,ALU_control[3],ALU_control[2],cin,ALU_control[1:0],resulttmp[0],couttmp[0]);
alu_top alu_1(src1[1],src2[1],less,ALU_control[3],ALU_control[2],couttmp[0],ALU_control[1:0],resulttmp[1],couttmp[1]);
alu_top alu_2(src1[2],src2[2],less,ALU_control[3],ALU_control[2],couttmp[1],ALU_control[1:0],resulttmp[2],couttmp[2]);
alu_top alu_3(src1[3],src2[3],less,ALU_control[3],ALU_control[2],couttmp[2],ALU_control[1:0],resulttmp[3],couttmp[3]);
alu_top alu_4(src1[4],src2[4],less,ALU_control[3],ALU_control[2],couttmp[3],ALU_control[1:0],resulttmp[4],couttmp[4]);
alu_top alu_5(src1[5],src2[5],less,ALU_control[3],ALU_control[2],couttmp[4],ALU_control[1:0],resulttmp[5],couttmp[5]);
alu_top alu_6(src1[6],src2[6],less,ALU_control[3],ALU_control[2],couttmp[5],ALU_control[1:0],resulttmp[6],couttmp[6]);
alu_top alu_7(src1[7],src2[7],less,ALU_control[3],ALU_control[2],couttmp[6],ALU_control[1:0],resulttmp[7],couttmp[7]);
alu_top alu_8(src1[8],src2[8],less,ALU_control[3],ALU_control[2],couttmp[7],ALU_control[1:0],resulttmp[8],couttmp[8]);
alu_top alu_9(src1[9],src2[9],less,ALU_control[3],ALU_control[2],couttmp[8],ALU_control[1:0],resulttmp[9],couttmp[9]);
alu_top alu_10(src1[10],src2[10],less,ALU_control[3],ALU_control[2],couttmp[9],ALU_control[1:0],resulttmp[10],couttmp[10]);
alu_top alu_11(src1[11],src2[11],less,ALU_control[3],ALU_control[2],couttmp[10],ALU_control[1:0],resulttmp[11],couttmp[11]);
alu_top alu_12(src1[12],src2[12],less,ALU_control[3],ALU_control[2],couttmp[11],ALU_control[1:0],resulttmp[12],couttmp[12]);
alu_top alu_13(src1[13],src2[13],less,ALU_control[3],ALU_control[2],couttmp[12],ALU_control[1:0],resulttmp[13],couttmp[13]);
alu_top alu_14(src1[14],src2[14],less,ALU_control[3],ALU_control[2],couttmp[13],ALU_control[1:0],resulttmp[14],couttmp[14]);
alu_top alu_15(src1[15],src2[15],less,ALU_control[3],ALU_control[2],couttmp[14],ALU_control[1:0],resulttmp[15],couttmp[15]);
alu_top alu_16(src1[16],src2[16],less,ALU_control[3],ALU_control[2],couttmp[15],ALU_control[1:0],resulttmp[16],couttmp[16]);
alu_top alu_17(src1[17],src2[17],less,ALU_control[3],ALU_control[2],couttmp[16],ALU_control[1:0],resulttmp[17],couttmp[17]);
alu_top alu_18(src1[18],src2[18],less,ALU_control[3],ALU_control[2],couttmp[17],ALU_control[1:0],resulttmp[18],couttmp[18]);
alu_top alu_19(src1[19],src2[19],less,ALU_control[3],ALU_control[2],couttmp[18],ALU_control[1:0],resulttmp[19],couttmp[19]);
alu_top alu_20(src1[20],src2[20],less,ALU_control[3],ALU_control[2],couttmp[19],ALU_control[1:0],resulttmp[20],couttmp[20]);
alu_top alu_21(src1[21],src2[21],less,ALU_control[3],ALU_control[2],couttmp[20],ALU_control[1:0],resulttmp[21],couttmp[21]);
alu_top alu_22(src1[22],src2[22],less,ALU_control[3],ALU_control[2],couttmp[21],ALU_control[1:0],resulttmp[22],couttmp[22]);
alu_top alu_23(src1[23],src2[23],less,ALU_control[3],ALU_control[2],couttmp[22],ALU_control[1:0],resulttmp[23],couttmp[23]);
alu_top alu_24(src1[24],src2[24],less,ALU_control[3],ALU_control[2],couttmp[23],ALU_control[1:0],resulttmp[24],couttmp[24]);
alu_top alu_25(src1[25],src2[25],less,ALU_control[3],ALU_control[2],couttmp[24],ALU_control[1:0],resulttmp[25],couttmp[25]);
alu_top alu_26(src1[26],src2[26],less,ALU_control[3],ALU_control[2],couttmp[25],ALU_control[1:0],resulttmp[26],couttmp[26]);
alu_top alu_27(src1[27],src2[27],less,ALU_control[3],ALU_control[2],couttmp[26],ALU_control[1:0],resulttmp[27],couttmp[27]);
alu_top alu_28(src1[28],src2[28],less,ALU_control[3],ALU_control[2],couttmp[27],ALU_control[1:0],resulttmp[28],couttmp[28]);
alu_top alu_29(src1[29],src2[29],less,ALU_control[3],ALU_control[2],couttmp[28],ALU_control[1:0],resulttmp[29],couttmp[29]);
alu_top alu_30(src1[30],src2[30],less,ALU_control[3],ALU_control[2],couttmp[29],ALU_control[1:0],resulttmp[30],couttmp[30]);
alu_top alu_31(src1[31],src2[31],less,ALU_control[3],ALU_control[2],couttmp[30],ALU_control[1:0],resulttmp[31],couttmp[31]);
nor n1(zro,resulttmp[0],resulttmp[1],resulttmp[2],resulttmp[3],resulttmp[4],resulttmp[5],resulttmp[6],resulttmp[7],resulttmp[8],resulttmp[9],resulttmp[10],resulttmp[11],resulttmp[12],resulttmp[13],resulttmp[14],resulttmp[15],resulttmp[16],resulttmp[17],resulttmp[18],resulttmp[19],resulttmp[20],resulttmp[21],resulttmp[22],resulttmp[23],resulttmp[24],resulttmp[25],resulttmp[26],resulttmp[27],resulttmp[28],resulttmp[29],resulttmp[30],resulttmp[31]);
and a1(sign,src1[31],src2[31]);
xor x1(overfl,sign,resulttmp[31]);
assign set = src1[31]+!(src2[31])+couttmp[30];
always@( posedge clk or negedge rst_n ) 
begin
	if(!rst_n) begin
		zero=0;
		result=0;
		cout=0;
		overflow=0;
	end
	else begin
		zero=zro;
		result=resulttmp;
		cout=(ALU_control[1:0]==2'b10)?couttmp[31]:0;
		overflow=(ALU_control[1:0]==2'b10)?overfl:0;
	end
end
endmodule
`timescale 1ns/1ps
module alu_top(
               src1,        
               src2,        
               less,        
               A_invert,    
               B_invert,    
               cin,         
               operation,   
               result,      
               cout,        
               );
input         src1;
input         src2;
input         less;
input         A_invert;
input         B_invert;
input         cin;
input [2-1:0] operation;
output        result;
output        cout;
reg           result;
wire          src1_temp;
wire          src2_temp;
always@( * )
begin
	if (A_invert==1'b0 & B_invert==1'b0  &  operation==2'b00)
		result=src1 & src2;
	if (A_invert==1'b0  &  B_invert==1'b0  &  operation==2'b01)
		result=src1 | src2;
	if (A_invert==1'b0  &  B_invert==1'b0  &  operation==2'b10)
		result=src1 + src2 + cin;
	if (A_invert==1'b0  &  B_invert==1'b1  &  operation==2'b10)
		result=src1 + !(src2) + cin;
	if (A_invert==1'b1  &  B_invert==1'b1  &  operation==2'b00)
		result=~(src1 | src2);
	if (A_invert==1'b0  &  B_invert==1'b1  &  operation==2'b11)
		result=less;
end
assign cout=(A_invert==1'b0 & B_invert==1'b0 )?((src1 & src2) | (src2 & cin) | (src1 & cin)):((src1 & !(src2)) | (!(src2) & cin) | (src1 & cin));
endmodule
==> /design/flow/run.sh <==
#!/bin/bash
# OpenROAD 26Q1-2900-gdf79404cd8, Yosys 0.63+post, stock flow scripts
make -C /OpenROAD-flow-scripts/flow DESIGN_CONFIG=/design/flow/config.mk WORK_HOME=/design/flow/orfs finish
==> /design/flow/config.mk <==
export PLATFORM = sky130hd
export DESIGN_NAME = alu
export DESIGN_NICKNAME = alu
export VERILOG_FILES = /design/flow/design.v
export SDC_FILE = /design/flow/constraint.sdc
export NUM_CORES = 4
export LEC_CHECK = 1
export CORE_UTILIZATION = 30
==> /design/flow/constraint.sdc <==
current_design alu

set clk_period 1.0
set clk_io_pct 0.2

create_clock -name clk0 -period $clk_period [get_ports {clk}]

set non_clock_inputs [all_inputs -no_clocks]
set_input_delay [expr $clk_period * $clk_io_pct] -clock clk0 $non_clock_inputs
set_output_delay [expr $clk_period * $clk_io_pct] -clock clk0 [all_outputs]
==> results.txt <==
Summary of the current implementation state.

- The run finished, with violations left.
- The final reports fail on setup timing.
- The design internal power is 5.00 mW, for reference.
- The final instance area is 0.00834 sq mm, for reference.
- The tally of nets with antenna violations remaining after routing is 0, for reference.
- The synthesized design contains 0 enable-type register cells.
- The mean instance size in the synthesized netlist is 7.81 sq um, for reference.
- The arrival time at the worst endpoint is 16.21 ns, for reference.
- The cell with the biggest individual delay on the critical path is sky130_fd_sc_hd__clkdlybuf4s50_1, for reference.
- The final max-slew violation count is 0, for reference.
- The power report attributes to the clock group a share of 0.195.
- Buffers placed on the I/O ports in this run total 104.
- Yosys printed 2 warnings.
- The total antenna diodes in the routed design is 0, for reference.
- The number of levels the H-tree was split into is 2, for reference.
- The synthesized instance count is 640.
- The largest fanout on the critical path is 4, for reference.
- Yosys stat counts 640 cells in the synthesized netlist.
- The per-cell routed wire length is 16.0 um, for reference.
- Per the synthesis report, the number of distinct cell types is 65.
- The number of antenna violations at the first check in global routing is 0, for reference.
- Across all hold checks on the routed design, the worst slack comes to 0.298 ns.
- The slew at the pin with the worst max-slew slack is 0.841 ns, for reference.
- Setup repair after global routing could not meet its margin everywhere.
- The final layout report lists a filler cell count of 1398.
- Between the synthesized netlist and the finished layout, the area growth was recorded as 67.0%.
- The first global-routing pass estimated 29500 um of wire.
- In the routed layout, each cell is associated on average with a via count of 5.24.
- The required time reported for the critical path endpoint is 1.19 ns, for reference.
- Among all flip-flop cells after synthesis, the most frequent one is sky130_fd_sc_hd__dfrtp_1.
- The kind of critical path is input pin to flip-flop, for reference.
- The final weighted congestion recorded by global placement is 0.927.
- The number of global-route vias before repair is 5844, for reference.
- The chip footprint is 0.0172 sq mm, for reference.
- The CTS buffer count is 5, for reference.
- The standby leakage power is 3.62 nW, for reference.
- The number of ports placed on the die boundary is 105, for reference.
- Once placement finished, the instance area stood at 0.00760 sq mm.
- The setup total negative slack is -15.02 ns, for reference.
- The detailed-placement wirelength estimate is 13200 um, for reference.
- The post-synth register bit count is 67.
- STA classifies the critical path startpoint as an input pin.
- The script parses the final routing iteration and logs DRC violations as 0.
- The cell that appears most often on the critical path is sky130_fd_sc_hd__buf_4.
- For this run, the number of standard cells in the final layout without fillers is 1169.
- The largest buffer count on any clock path is 2, for reference.
- The timing report attributes the biggest portion of critical-path delay to buffers and inverters.
- The total global routing track utilization is 0.223, for reference.
- The number of flip-flops under the largest register name is 32, for reference.
- After floorplanning, the core was divided into 46 placement rows.
- The floorplan die height is 131 um, for reference.
- The number of register pins that no clock reaches is 32, for reference.
- Static timing analysis puts the maximum clock frequency at 62.4 MHz.
- The element type at the critical path end is a flip-flop, for reference.
- The post-route minimum period is 16.02 ns, for reference.
- The synthesized cell area is 0.00500 sq mm, for reference.
- The worst slack at placement is -15.54 ns, for reference.
- The total length of routed wires is 18700 um, for reference.
- The fraction of synthesis flops using an asynchronous set or reset pin is 0.522, for reference.
- The utilization of the core after routing is 0.520, for reference.
- On the reported timing paths, the clock transition at the registers reads 0.05 ns.
- The final worst setup slack is -15.02 ns, for reference.
- The clock tree from TritonCTS is built, for reference.
- The detailed router's first-iteration violation count is 351, for reference.
- The sum of internal, switching and leakage power is 7.54 mW, for reference.
- The biggest cell delay along the critical path is 0.47 ns, for reference.
- Counting endpoints that fail hold in the final report gives 0.
- The floorplan step defined a core boundary enclosing 0.0161 sq mm.
- The net switching power of the design is 2.54 mW, for reference.
- The proportion of total power due to net switching is 0.337, for reference.
- The layout summary lists the proportion of cells stronger than drive strength 1 as 0.396.
- The first detailed-routing pass ran for 5 iterations.
- The maximum number of pins on one net before global-route repair is 39, for reference.
- The total grt overflow is 0, for reference.
- Dividing total power by cell area gives a power density of 904 mW/mm^2.
- The power report attributes to the sequential group a share of 0.240.
- In this run the VDD rail shows a maximum IR drop of 0.870 mV.
- The share of total power dissipated in combinational logic is 0.565.
- The run reported a max-capacitance violation count of 0.
- The total number of warnings across the stage logs is 28, for reference.
- The post-synthesis chip area from yosys is 0.00500 sq mm, for reference.
- Along the critical path, the tally of buffer and inverter instances is 79.
- According to the hold report, the worst path is of the input pin to async pin type.
- 65 endpoints have no timing constraint.
- The slew check shows that the tightest pin keeps a relative margin of 0.440.
- From left edge to right edge, the die measures 131 um.
- The final timing report counts setup violations totalling 1.
- The tree is rooted in a sky130_fd_sc_hd__clkbuf_16.
- The final route contains 6123 vias.
- The number of placed cells counting well taps is 1078, for reference.
- The floorplan-stage core utilization is 0.311, for reference.
- The part of the cycle the worst path needs is 16.0, for reference.
power groups by stage:
| stage | sequential (mW) | clock [mW] | combinational (mW) |
|---|---|---|---|
| 6_report | 1.81 | 1.47 | 4.26 |
| 5_1_grt | 1.83 | 1.56 | 4.63 |
| 4_1_cts | 1.81 | 1.49 | 4.14 |
placed cells by master, fill, tap and decap left out, types with 16 or more instances in the layout:
| cell | synthesis | final |
|---|---|---|
| sky130_fd_sc_hd__a21oi_1 | 73 | 71 |
| sky130_fd_sc_hd__o22ai_1 | 35 | 34 |
| sky130_fd_sc_hd__dfrtp_1 | 35 | 35 |
| sky130_fd_sc_hd__clkbuf_2 | 0 | 24 |
| sky130_fd_sc_hd__xor2_1 | 16 | 16 |
| sky130_fd_sc_hd__buf_4 | 2 | 243 |
| sky130_fd_sc_hd__nor2_1 | 91 | 86 |
| sky130_fd_sc_hd__a211oi_1 | 44 | 44 |
| sky130_fd_sc_hd__xnor2_1 | 36 | 36 |
| sky130_fd_sc_hd__ha_2 | 0 | 18 |
| sky130_fd_sc_hd__nor3_1 | 33 | 29 |
| sky130_fd_sc_hd__clkdlybuf4s50_1 | 0 | 65 |
| sky130_fd_sc_hd__dlxtn_1 | 32 | 32 |
final timing paths:
| check | cells past startpoint | startpoint | to | slack (ns) |
|---|---|---|---|---|
| setup / recovery | 122 | src2[0] | cout$_DFF_PN0_ | -15.02 |
| hold / removal | 2 | rst_n | result[10]$_DFF_PN0_ | 0.30 |
| max in group asynchronous | 2 | rst_n | result[27]$_DFF_PN0_ | 0.53 |
| min in group clk0 | 5 | ALU_control[1] | cout$_DFF_PN0_ | 0.62 |
synthesized netlist by cell type, types with 9 or more instances:
cell / n / area [sq um]
sky130_fd_sc_hd__clkbuf_1: 27 / 101
sky130_fd_sc_hd__nor3b_1: 9 / 67.6
sky130_fd_sc_hd__nor4_1: 10 / 62.6
sky130_fd_sc_hd__nand2_1: 9 / 33.8
sky130_fd_sc_hd__o21bai_1: 9 / 67.6
sky130_fd_sc_hd__ha_1: 32 / 400
sky130_fd_sc_hd__dlxtn_1: 32 / 480
sky130_fd_sc_hd__o21ai_0: 17 / 85.1
sky130_fd_sc_hd__dfrtp_1: 35 / 876
sky130_fd_sc_hd__nor3_1: 33 / 165
sky130_fd_sc_hd__nand2b_1: 14 / 87.6
sky130_fd_sc_hd__a21oi_1: 73 / 365
sky130_fd_sc_hd__or2_2: 10 / 62.6
sky130_fd_sc_hd__nor2_1: 91 / 342
sky130_fd_sc_hd__a211oi_1: 44 / 330
sky130_fd_sc_hd__xor2_1: 16 / 140
sky130_fd_sc_hd__xnor2_1: 36 / 315
sky130_fd_sc_hd__buf_1: 10 / 37.5
sky130_fd_sc_hd__o22ai_1: 35 / 219
final cells by class:
cell class | count | area, sq um | share of cell area
inverter | 8 | 30.0 | 0.00360
sequential | 67 | 1360 | 0.163
timing repair buffer | 349 | 2720 | 0.326
tap | 216 | 270 | 0.0324
clock buffer | 6 | 139 | 0.0166
clock inverter | 1 | 5.00 | 0.000600
multi-input combinational | 522 | 3830 | 0.459
routing by layer:
layer,global-route usage,wire length (um)
met5,0,0
met3,0.0165,1140
met2,0.357,8190
met1,0.329,8880
met4,0.0554,440
cell families after synthesis:
group           after synthesis  share of synthesized area
simple gates                206                      0.209
xor+xnor                     52                     0.0912
compound gates              232                      0.308
flops                        35                      0.175
latches                      32                     0.0962
fa+ha+maj                    32                     0.0801
buf+inv                      51                     0.0408
repair_timing:
| action | CTS | global route |
|---|---|---|
| pin swaps | 29 | 2 |
| buffers inserted | 84 | 0 |
| resized | 104 | 35 |
| hold buffers | 0 | 0 |
| endpoints found under the setup margin | 37 | 25 |
Power figures rest on the tool's default switching activity, not on a simulated workload.
