**/design/flow/design.v**
```verilog
module Forwarding(
    EX_RS_i,
    EX_RT_i,
    MEM_RD_i,
    MEM_RegWrite,
    WB_RD_i,
    WB_RegWrite,
    Forwarding_1_o,
    Forwarding_2_o
    );
input	[5-1:0] EX_RS_i;
input	[5-1:0] EX_RT_i;
input	[5-1:0] MEM_RD_i;
input	[5-1:0] WB_RD_i;
input 	MEM_RegWrite;
input 	WB_RegWrite;
output	[2-1:0] Forwarding_1_o;
output	[2-1:0] Forwarding_2_o;
reg 	[2-1:0] Forwarding_1_o;
reg 	[2-1:0] Forwarding_2_o;
always @ (*) begin
	if(WB_RegWrite & WB_RD_i!=0 & !(MEM_RegWrite & MEM_RD_i!=0 & MEM_RD_i==EX_RS_i) & WB_RD_i==EX_RS_i) 
		Forwarding_1_o = 2'b10;
	else if(MEM_RegWrite & MEM_RD_i!=0 & MEM_RD_i==EX_RS_i) 
		Forwarding_1_o = 2'b01;
	else 
		Forwarding_1_o = 2'b00;
	if(WB_RegWrite & WB_RD_i!=0 & !(MEM_RegWrite & MEM_RD_i!=0 & MEM_RD_i==EX_RT_i) & WB_RD_i==EX_RT_i) 
		Forwarding_2_o = 2'b10;
	else if(MEM_RegWrite & MEM_RD_i!=0 & MEM_RD_i==EX_RT_i) 
		Forwarding_2_o = 2'b01;
	else 
		Forwarding_2_o = 2'b00;
end
endmodule
```
**/design/flow/run.sh**
```bash
#!/bin/bash
# OpenROAD 26Q1-2900-gdf79404cd8, Yosys 0.63+post, stock flow scripts
make -C /OpenROAD-flow-scripts/flow DESIGN_CONFIG=/design/flow/config.mk WORK_HOME=/design/flow/orfs finish
```
**/design/flow/config.mk**
```make
export PLATFORM = sky130hd
export DESIGN_NAME = Forwarding
export DESIGN_NICKNAME = Forwarding
export VERILOG_FILES = /design/flow/design.v
export SDC_FILE = /design/flow/constraint.sdc
export NUM_CORES = 4
export LEC_CHECK = 1
export CORE_AREA = 10 10 70 70
export DIE_AREA = 0 0 80 80
```
**/design/flow/constraint.sdc**
```tcl
current_design Forwarding

set clk_period 2.3
set clk_io_pct 0.2

create_clock -name clk0 -period $clk_period

set non_clock_inputs [all_inputs -no_clocks]
set_input_delay [expr $clk_period * $clk_io_pct] -clock clk0 $non_clock_inputs
set_output_delay [expr $clk_period * $clk_io_pct] -clock clk0 [all_outputs]
```
==> reports/qor.yml <==
synth:
  most_common_cell: "xnor2_1"
  syn_area_sq_um: 270.3
  synth_warnings: 1
  yosysTopAreaCell: "xnor2_1"
  ys_cells: 34
  synth_cells: 34
  top_area_share_pct: 51.85
  avgSynthCellArea_sq_um: 7.949
  yosys_area_sq_um: 270.3
  synth_seq_share_pct: 0
  synth.distinct_cells: 10
  yosys-top-cells-count: "16 x xnor2_1, 4 x xor2_1"
  yosys-top-cells-area: "xnor2_1 52%, xor2_1 13%, nor4_2 9.3%"
critical_path:
  worstPathArrival_ns: 1.79
  required_ns: 1.84
  cpMaxStageDelayCell: "or4_4"
  start_kind: "input port"
  crit_buf_inv: 3
  critPathMaxFanout: 2
  end_kind: "primary output"
  crit_chain: "buf_6, or4_4, o21ai_4, buf_6, nor4_4, nor4_2, buf_2"
  path_delay_family: "simple AND/OR/NAND/NOR gates"
  crit_top_cell: "buf_6"
  critical_path.max_stage_delay_ns: 0.54
  crit_type: "in2out"
power_and_ir_drop:
  power.net_switching_mw: 0.05042
  vdd_drop_max_mv: 0.07865
  power.static_leakage_nw: 0.2947
  p_int_mw: 0.07432
  p_comb_share_pct: 100.0
  power.total_mw: 0.1247
  switching_share_pct: 40.42
  p_seq_share_pct: 0
  powerDensity_mw_per_mm2: 161.6
  p_clk_share_pct: 0
drt:
  drt.antenna.violating_nets: 0
  first_iter_violations: 12
  vias_per_cell: 3.347
  routed_wl_microns: 1405
  wl_per_cell_microns: 11.33
  vias: 415
  diodes: 0
  drtPass1Iterations: 2
  drc: 0
placed_design:
  pre_cts_slack_ns: -0.6979
  place.gp.congestion: 0.7430
  io_buffer_count: 26
run:
  drv_cap: 0
  warnings: 33
finish:
  syn_to_final_growth_pct: 185.6
  nClkBuffers: 0
  fill_cells: 379
  regArea_sq_um: 0
  drive_gt1_share_pct: 42.31
  ff_count: 0
floorplanning:
  ios: 26
  rows: 21
  die-area_sq_mm: 0.006400
  coreArea_sq_mm: 0.003416
  initCoreUtil_pct: 7.912
  die_width_microns: 80
  die_h_microns: 80
sta:
  setup_violations: 0
  fin_crit_ns: 2.252
  fin_ws_ns: 0.04803
  tightest_slew_ns: 0.2989
  hold_viol_final: 0
  report.final.slew_viol_count: 0
  fmax_mhz: 444.1
  fin_crit_sh_pct: 97.91
  slew_headroom_pct: 79.93
  tns_ns: 0
global_routing:
  grt_pass1_wl_microns: 2221
  grt_pass1_vias: 452
  grt_max_degree: 4
  gr-total-overflow: 0
  track_usage_pct: 4.295
  grt_antenna_before_repair: 0
worst_hold_path:
  hp-class: "in2out"
outcome:
  status: "complete, no violations"
-- per-layer routing --
| layer | up-vias | global-route usage [%] | wire length (microns) |
|---|---|---|---|
| li1 | 210 | - | - |
| met1 | 179 | 8.372 | 968 |
| met2 | 26 | 3.772 | 305 |
| met3 | 0 | 1.364 | 132 |
| met4 | 0 | 0 | 0 |
| met5 | - | 0 | 0 |
-- stage by stage --
step	util, %	instance area, sq um	hold WS (ns)	std cells
floorplan	-	270.3	1.009	34
global placement	20.95	715.7	1.917	123
detailed placement	20.95	715.7	1.920	123
CTS	22.27	760.7	1.540	125
global route	22.60	772.0	1.581	124
finish	22.60	772.0	1.544	124
-- cell usage in the layout, fill, tap and decap left out --
cell type / count
buf_6: 3
xnor2_1: 16
nor2_4: 1
nor4_4: 3
nor4_2: 1
nand3_1: 2
xor2_1: 4
dlygate4sd2_1: 8
buf_2: 3
clkdlybuf4s15_1: 4
nand4_1: 2
buf_4: 17
nand2_1: 2
buf_8: 1
o21ai_4: 1
clkdlybuf4s15_2: 1
or4_4: 2
clkdlybuf4s50_1: 7
-- path summary, 6_finish.rpt --
check	from	endpoint	slack, ns	depth (start not counted)
worst max-delay path	MEM_RD_i[1]	Forwarding_1_o[1]	0.05	7
worst min-delay path	MEM_RD_i[4]	Forwarding_2_o[1]	1.54	6
-- area by class of cell --
class / count / area, sq um / area share (%)
tap: 46 / 57.56 / 7.455
timing repair buffer: 44 / 382.9 / 49.59
multi-input combinational: 34 / 331.6 / 42.95
-- power groups by stage --
stage,clock network [mW],logic [mW],registers [mW]
5_1_grt,0,0.134,0
4_1_cts,0,0.121,0
6_report,0,0.125,0
-- timing repair --
item | in CTS | in global routing
gates resized | 52 | 6
hold buffers | 0 | 0
endpoints found under the setup margin | 4 | 3
pin swaps | 11 | 2
endpoints found under the hold margin | 0 | 0
buffers inserted | 2 | 0
-- kinds of logic after synthesis --
group	share of synthesized area, %
compound gates	3.241
simple gates	31.94
xor+xnor	64.81
Power figures rest on the tool's default switching activity, not on a simulated workload.
