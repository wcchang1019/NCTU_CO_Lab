### /design/flow/design.v
module Hazard(
	PCSrc_i, 
	EX_MemRead_i, 
	ID_RSRT_i, 
	EX_RT_i,
	PCWrite_o, 
	IFID_o, 
	IFFlush_o, 
	IDFlush_o, 
	EXFlush_o
);
input PCSrc_i;
input EX_MemRead_i;
input [9:0] ID_RSRT_i;
input [4:0] EX_RT_i;
output PCWrite_o;
output IFID_o;
output IFFlush_o;
output IDFlush_o;
output EXFlush_o;
reg PCWrite_o;
reg IFID_o;
reg IFFlush_o;
reg IDFlush_o;
reg EXFlush_o;
always @(*) begin
	if (PCSrc_i == 1)  begin  
		PCWrite_o <= 1;
		IFID_o <= 0;
		IFFlush_o <= 1;
		IDFlush_o <= 1;
		EXFlush_o <= 1;
	end else if(EX_MemRead_i == 1 & ((EX_RT_i == ID_RSRT_i[9:5]) | (EX_RT_i == ID_RSRT_i[4:0]))) begin  
		PCWrite_o <= 0;
		IFID_o <= 1;
		IFFlush_o <= 0;
		IDFlush_o <= 1;
		EXFlush_o <= 0;
	end else begin   
			PCWrite_o <= 1;
			IFID_o <= 0;
			IFFlush_o <= 0;
			IDFlush_o <= 0;
			EXFlush_o <= 0;			
	end
end
endmodule
### /design/flow/run.sh
#!/bin/bash
# OpenROAD 26Q1-2900-gdf79404cd8, Yosys 0.63+post, stock flow scripts
make -C /OpenROAD-flow-scripts/flow DESIGN_CONFIG=/design/flow/config.mk WORK_HOME=/design/flow/orfs finish
### /design/flow/config.mk
export PLATFORM = sky130hd
export DESIGN_NAME = Hazard
export DESIGN_NICKNAME = Hazard
export VERILOG_FILES = /design/flow/design.v
export SDC_FILE = /design/flow/constraint.sdc
export NUM_CORES = 4
export LEC_CHECK = 1
export CORE_AREA = 10 10 70 70
export DIE_AREA = 0 0 80 80
### /design/flow/constraint.sdc
current_design Hazard

set clk_period 2.5
set clk_io_pct 0.2

create_clock -name clk0 -period $clk_period

set non_clock_inputs [all_inputs -no_clocks]
set_input_delay [expr $clk_period * $clk_io_pct] -clock clk0 $non_clock_inputs
set_output_delay [expr $clk_period * $clk_io_pct] -clock clk0 [all_outputs]
==> impl_metrics.csv <==
group,metric,value,unit
outcome,status,"completed",
floorplan,die_w,80,um
sta,period_used_share,0.9591,
sta,worst_pin_slew,0.1851,ns
floorplan,ioPinCount,22,
logic_synthesis,yosys_warnings,1,
critical_path,slowest_delay,0.47,ns
pwr,vdd_drop_max,0.01250,mV
sta,period_minus_slack,2.398,ns
global_route,grt_overflow_total,0,
min_path,hold_class,"in2out",
logic_synthesis,yosys_cells,20,
floorplan,rows,21,
pwr,leakagePower,0.1559,nW
critical_path,critPathKind,"in2out",
run,cap_viol_max_count,0,
detailed_routing,num_vias,199,
floorplan,fp.dieH,80,um
logic_synthesis,common_cells,"xnor2_1, buf_4, nand2_1, nand4_1",
critical_path,cp_cell_sequence,"clkdlybuf4s50_1, xnor2_1, nand4_1, o22ai_2, nand2b_1, clkdlybuf4s50_1",
logic_synthesis,top_cell,"xnor2_1",
cells_and_area,areaGrowthSynthToFinish,176.6,%
logic_synthesis,syn_avg_cell_area,7.757,sq um
global_route,use_met3,0.004545,
cells_and_area,seq_area,0,sq um
sta,finalSetupTns,0,ns
detailed_routing,finalWirelength,758,um
cells_and_area,flops,0,
global_route,grt_use_met2,0.03692,
placement,io_buffers,22,
detailed_routing,drc,0,
floorplan,fp_util,0.04542,
critical_path,crit_family,"buffers and inverters",
sta,fmaxAchievable,417.1,MHz
detailed_routing,via_per_inst,2.287,
floorplan,dieArea,6400,sq um
critical_path,critPathCaptureType,"primary output",
cells_and_area,final.fill_count,402,
sta,max_slew_margin,0.8766,
critical_path,arrival,1.90,ns
detailed_routing,drt_iter0_markers,1,
critical_path,crit_required,2.00,ns
logic_synthesis,top_area_frac,0.5645,
min_path,holdPathStages,3,
sta,finalHoldViolCount,0,
sta,rsz0062_at_grt,"no",
global_route,grt_start_max_net_pins,6,
sta,setup_viol,0,
run,warning_count,32,
placement,gp_congestion,0.7875,
floorplan,core-area,3416,sq um
global_route,grt.busiest_layer,"met2",
critical_path,cp-start-kind,"primary input",
logic_synthesis,synthDistinctLibCells,8,
critical_path,cp_slowest_cell,"clkdlybuf4s50_1",
logic_synthesis,synth.cell_area,155.1,sq um
global_route,use_met1,0.02507,
detailed_routing,ant_nets,0,
global_route,grt_use_total,0.02032,
critical_path,cp_num_cells,6,
sta,drv_slew,0,
critical_path,cp_common_cell,"clkdlybuf4s50_1",
detailed_routing,wl_per_cell,8.713,um
critical_path,path_max_fanout,3,
logic_synthesis,ys_area,155.1,sq um
detailed_routing,dr.pass1.iters,2,
logic_synthesis,ys_seq_frac,0,
cells_and_area,drive_gt1_frac,0.09756,
logic_synthesis,top_area_cell,"xnor2_1",
logic_synthesis,netlist_instances,20,
cells_and_area,combGateArea,155.1,sq um
detailed_routing,diodes,0,
global_route,grt_pass1_vias,196,
cells_and_area,nClkBuffers,0,
global_route,antenna_found_initial,0,
logic_synthesis,topCellsByArea,"xnor2_1, buf_4, nand4_1, o22ai_2, and2b_1",
global_route,grt_pass1_wl,1035,um
pwr,p_per_area,134.1,nW/um^2
sta,worst_hold_slack,1.846,ns
critical_path,crit_buf_inv,2,
-- per-stage QoR --
stage               worst slack [ns]    util  cell area, sq um  std cells  power, mW
finish                        0.1023  0.1256             429.2         87    0.05754
global route                 0.01354  0.1256             429.2         87    0.06187
floorplan                     0.9642       -             155.1         20    0.02074
CTS                          0.07977  0.1256             429.2         87    0.05858
detailed placement           -0.1344  0.1245             425.4         87    0.06000
global placement             -0.1111  0.1245             425.4         87    0.06024
-- cells in the final DEF, fill, tap and decap left out --
cell type | netlist | layout
clkdlybuf4s50_1 | 0 | 13
dlygate4sd2_1 | 0 | 9
xnor2_1 | 10 | 8
nand4_1 | 2 | 2
nand2_1 | 2 | 2
xnor2_2 | 0 | 2
o22ai_2 | 1 | 1
or2_1 | 1 | 1
and2b_1 | 1 | 1
nand2b_1 | 1 | 1
buf_4 | 2 | 1
-- final timing paths --
path / from / to / slack [ns]
setup / recovery: ID_RSRT_i[0] / PCWrite_o / 0.10
hold / removal: PCSrc_i / IDFlush_o / 1.85
-- cell families after synthesis --
family,synth area share
AOI/OAI and AO/OA,0.08063
and+or+nand+nor,0.2581
xor gates and xnor gates,0.5645
buffers and inverters,0.09675
-- per-layer routing --
metal,up-vias,share of wire
met3,0,0.11
met1,80,0.41
li1,107,-
met4,0,0
met2,12,0.48
met5,-,0
-- what timing repair did --
item,CTS,global route
endpoints found under the hold margin,0,0
buffers inserted,1,0
endpoints found under the setup margin,3,0
hold buffers,0,0
resized,11,0
-- area by class of cell --
type	instances	share of cell area
Tap cell	46	0.1341
Multi-Input combinational cell	18	0.3615
Timing Repair Buffer	23	0.5044
-- where the power goes --
part           total [mW]  switching (mW)  internal (mW)
Combinational      0.0575          0.0179         0.0397
Sequential              0               0              0
Clock                   0               0              0
No activity file was given, so power comes from the tool's default toggle rates.
